===== flow/design.v =====
module reg_file(
    input [4:0] A1,
    input [4:0] A2,
    input [4:0] A3,
    input [31:0] WD3,
    input     clk,
    input     rst,
    input     WE3,
    output wire [31:0] RD1,
    output wire [31:0] RD2   
);
reg [31:0] REG  [32:0];
integer i;
always @(posedge clk , negedge rst) begin
    if (!rst) 
    begin 
        for(i=0; i<32; i=i+1)
        begin
            REG [i] = { (32) {1'b0} };
        end
    end
    else if (WE3)
    begin
        REG[A3] <= WD3;
    end 
end
assign RD1 = REG[A1];
assign RD2 = REG[A2];
endmodule

===== flow/run.sh =====
#!/bin/bash
# OpenROAD 26Q1-2900-gdf79404cd8, Yosys 0.63+post, stock flow scripts
make -C /OpenROAD-flow-scripts/flow DESIGN_CONFIG=/design/flow/config.mk WORK_HOME=/design/flow/orfs finish

===== flow/config.mk =====
export PLATFORM = sky130hd
export DESIGN_NAME = reg_file
export DESIGN_NICKNAME = reg_file
export VERILOG_FILES = /design/flow/design.v
export SDC_FILE = /design/flow/constraint.sdc
export NUM_CORES = 4
export LEC_CHECK = 1
export CORE_UTILIZATION = 40
export SYNTH_HDL_FRONTEND = slang

===== flow/constraint.sdc =====
current_design reg_file

set clk_period 7.2
set clk_io_pct 0.2

create_clock -name clk0 -period $clk_period [get_ports {clk}]

set non_clock_inputs [all_inputs -no_clocks]
set_input_delay [expr $clk_period * $clk_io_pct] -clock clk0 $non_clock_inputs
set_output_delay [expr $clk_period * $clk_io_pct] -clock clk0 [all_outputs]

==> results.txt <==
Results of the implementation run.

The run finished with clean final reports. The initial detailed-routing violation count is 2631. The aggregate global routing overflow is 0. The tally of nets with antenna violations remaining after routing came out at 0. Of all nets on the critical path, the largest fanout is 38. The congestion estimate from routability-driven global placement came to 0.876. Setup repair after global routing left no endpoint under its margin. The detailed-route vias per instance came out at 5.99. The placeable core region came out at 140000 sq um.

The most used flip-flop cell is sky130_fd_sc_hd__dfrtp_1. The H-tree level count is 3. The number of different library cells used by synthesis comes to 28. The post-CTS setup-driven buffer insertion count came out at 0. The number of cells upsized or downsized after cts is 0. The number of flops mapped to enable cells by yosys is 0. The post-detailed-placement half-perimeter wirelength came out at 105 mm. The die covers 142000 sq um.

At the pin with the least slew margin, the transition time is 1.06 ns. TritonCTS built the clock tree. The registers reported with the highest flop counts are REG x1024. The all-layer global routing usage is 0.267. The number of violations of the max-capacitance limit is 0. The cell total in the yosys stat output came out at 4605.

The total placed cells including tap cells came out at 6309. The synthesis warning total came out at 0. The latest clock arrival within the worst-skew pair is 0.72 ns. Ranked by flip-flop count, first place goes to REG. As logged by OpenROAD, the buffers inserted on ports number 113. Per the synthesis report, the dominant area consumer among library cells is sky130_fd_sc_hd__dfrtp_1. The sum of negative setup slack came out at 0 ns. The number of antenna violations at the first check in global routing is 6.

The synthesis-to-layout area growth is 11.2%. The main area contributors are sky130_fd_sc_hd__dfrtp_1 46%, sky130_fd_sc_hd__mux2_2 20%, sky130_fd_sc_hd__mux2i_1 18%, sky130_fd_sc_hd__a22oi_1 2.6%, sky130_fd_sc_hd__a22o_1 2.0%. The synthesized area is 56200 sq um. The first detailed-routing pass ran for 6 iterations. The data required time reported for the critical path is 5.76 ns. The analysis attributes to cell leakage a power of 0.0291 uW.

The post-route DRC violation count came out at 0. The clock sink total is 1024. STA classifies the critical path endpoint as an output port. The number of warnings the tools reported came out at 38. Of the cells placed in the final design, the portion with a size suffix greater than 1 is 0.295. The worst setup path is of the input port to output port kind.

The maximum clock path buffer count is 3. The arrival time of data at the critical path endpoint came out at 4.63 ns. The total of flip-flops plus latches after synthesis is 1024. The post-layout minimum cycle time came out at 6.07 ns. The final max-slew violation count recorded for this run is 0. Summing over every cut layer, the via total after detailed routing is 39000.

Yosys reported that registers with async set or reset make up 1.00. The total clock buffers created by CTS is 109. CTS placed an instance of sky130_fd_sc_hd__clkbuf_16 at the clock tree root. The final wirelength came out at 183 mm.

The area of the synthesized netlist per yosys stat is 56200 sq um. The register area share after synthesis came out at 0.456. For the final database, setup skew stands at 0 ns.

In the final report, the number of hold violations comes to 0. The worst hold path class is register to register. The total power divided by cell area is 267 nW/um^2. The effective utilization at floorplan is 0.403. The width of the die came out at 377 microns.

The average wire per cell in the routed design is 28.1 microns. The highest supply drop recorded on VDD is 0.198 mV. STA classifies the critical path startpoint as an input port. The first global-routing pass estimated 269 mm of wire.

The final number of setup-violating endpoints is 0. The maximum frequency from static timing analysis is 165 MHz. The area fraction of the largest cell type after synthesis is 0.456. The area taken by sequential standard cells is reported as 25600 sq um. The I/O pin total is 114. The chip height came out at 377 microns.

The largest net degree at the start of global routing is 113. The number of instances in the synthesized netlist is 4605. Row generation in the floorplan step produced 137 rows. The headroom to the max-slew limit came out at 0.289.

The count of filler cells inserted in the layout came out at 12700. The share of the clock period used by the worst path is 0.844. The count of non-filler cells in the finished layout is 6505. The via count of the first global-routing pass is 39300.

In the CTS report, the clock slew at the register clock pins of the worst setup and hold paths is listed as 0.06 ns. The combinational gate area came out at 28300 sq um. The average instance in the mapped netlist occupies 12.2 sq um. The register with the most flip-flops in the layout has 1024 of them. The number of hold buffers added after CTS came out at 0.
-- cell families (layout without fill, tap and decap cells) --
family	Yosys count	in the layout	synth area share
multiplexers	2048	2048	0.387
flip-flops	1024	1024	0.456
AND-OR/OR-AND	576	576	0.0698
AND/OR/NAND/NOR	513	513	0.0438
buffers and inverters	444	464	0.0437
other	0	4	0
-- path summary, 6_finish.rpt --
path,startpoint,slack [ns],endpoint,depth (start not counted)
max in group asynchronous,rst,4.65,REG[353]$_DFFE_PN0P_,3
worst max register to register,REG[1000]$_DFFE_PN0P_,6.39,REG[1000]$_DFFE_PN0P_,1
worst min-delay path,REG[965]$_DFFE_PN0P_,0.51,REG[965]$_DFFE_PN0P_,1
worst min register to register,REG[965]$_DFFE_PN0P_,0.51,REG[965]$_DFFE_PN0P_,1
min in group asynchronous,rst,0.68,REG[370]$_DFFE_PN0P_,1
worst max-delay path,A2[0],1.13,RD2[17],8
-- final cells by class --
type | instances | area share
clock buffer | 169 | 0.0527
multi-input combinational | 3137 | 0.452
tap | 1876 | 0.0375
sequential | 1024 | 0.410
antenna | 4 | 0.000160
clock inverter | 23 | 0.00396
timing repair buffer | 272 | 0.0440
-- synth_stat cells, types with 16 or more instances --
cell type                  instances
sky130_fd_sc_hd__buf_4            63
sky130_fd_sc_hd__buf_1            22
sky130_fd_sc_hd__nand3_1         194
sky130_fd_sc_hd__mux2_2          987
sky130_fd_sc_hd__a21oi_1         192
sky130_fd_sc_hd__nor3_1           65
sky130_fd_sc_hd__buf_6            56
sky130_fd_sc_hd__mux2_1           37
sky130_fd_sc_hd__dfrtp_1        1024
sky130_fd_sc_hd__nor2_4           16
sky130_fd_sc_hd__buf_2           107
sky130_fd_sc_hd__a22o_1          128
sky130_fd_sc_hd__a22oi_1         192
sky130_fd_sc_hd__clkbuf_1        196
sky130_fd_sc_hd__nand2_1         211
sky130_fd_sc_hd__a31oi_1          64
sky130_fd_sc_hd__mux2i_1        1024
-- metal layers --
metal / up-vias / track usage / wire [microns] / part of all wire
li1: 17000 / - / - / -
met1: 20200 / 0.391 / 78400 / 0.43
met2: 1443 / 0.392 / 82100 / 0.45
met3: 347 / 0.0870 / 16700 / 0.091
met4: 6 / 0.0707 / 5580 / 0.031
met5: - / 0.00103 / 34 / 0.00019
-- layout by cell type (no fill, tap or decap), drive strengths merged, types with 16 or more instances in the layout --
cell and count:
buf 162, nor3 65, a22oi 192, dfrtp 1024, nor2 19, a21oi 192, mux2 1024, clkdlybuf4s50 110
clkbuf 169, clkinv 16, a31oi 64, nand3 194, mux2i 1024, nand2 211, a22o 128
-- power breakdown --
part           leakage [uW]  switching [uW]  internal [uW]
Combinational        0.0142            1570           1770
Clock               0.00175            2400           3260
Sequential           0.0131             801           6870
-- stage by stage --
| stage | area, sq um | hold slack (ns) | setup WS, ns | power (uW) | util |
|---|---|---|---|---|---|
| finish | 62600 | 0.511 | 1.13 | 16700 | 0.448 |
| global route | 62600 | 0.527 | 1.14 | 17400 | 0.448 |
| CTS | 62600 | 0.514 | 1.24 | 16800 | 0.448 |
| detailed placement | 59000 | 0.501 | 1.25 | 11100 | 0.423 |
| global placement | 59000 | 0.491 | 1.28 | 11000 | 0.423 |
| floorplan | 56200 | 0.479 | 3.16 | 9960 | - |
-- critical path: stages --
cell	delay, ns
sky130_fd_sc_hd__clkdlybuf4s50_1	0.61
sky130_fd_sc_hd__and2_4	0.73
sky130_fd_sc_hd__buf_4	0.44
sky130_fd_sc_hd__a22o_1	0.20
sky130_fd_sc_hd__nor3_1	0.05
sky130_fd_sc_hd__a31oi_1	0.35
sky130_fd_sc_hd__nand3_1	0.31
sky130_fd_sc_hd__clkdlybuf4s50_1	0.48
No activity file was given, so power comes from the tool's default toggle rates.
