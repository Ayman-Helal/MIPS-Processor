File: flow/config.mk
export PLATFORM = sky130hd
export DESIGN_NAME = ram
export DESIGN_NICKNAME = ram
export VERILOG_FILES = /design/flow/design.v
export SDC_FILE = /design/flow/constraint.sdc
export NUM_CORES = 4
export LEC_CHECK = 1
export CORE_UTILIZATION = 40
File: flow/design.v
module ram (
    input [31:0]  WD,
    input [31:0]  addr,
    input         WE,clk,rst,
    output reg [31:0] RD,
    output reg [15:0] test_value
);
reg [31:0] memory [99:0];
integer i;
always @(posedge clk, negedge rst) begin
    if (!rst) begin 
        for(i=0; i<32; i=i+1)
        begin
            memory [i] = { (32) {1'b0} };
        end
    end
    else if (WE) begin 
        memory[addr] <= WD;
    end 
end
always @(addr) begin
  RD = memory[addr];
  test_value = memory[32'b0][16:0];  
end
endmodule 
File: flow/constraint.sdc
current_design ram

set clk_period 47.7
set clk_io_pct 0.2

create_clock -name clk0 -period $clk_period [get_ports {clk}]

set non_clock_inputs [all_inputs -no_clocks]
set_input_delay [expr $clk_period * $clk_io_pct] -clock clk0 $non_clock_inputs
set_output_delay [expr $clk_period * $clk_io_pct] -clock clk0 [all_outputs]
File: flow/run.sh
#!/bin/bash
# OpenROAD 26Q1-2900-gdf79404cd8, Yosys 0.63+post, stock flow scripts
make -C /OpenROAD-flow-scripts/flow DESIGN_CONFIG=/design/flow/config.mk WORK_HOME=/design/flow/orfs finish
==> Slide: Implementation Results <==
Key Metrics from the Run

Status
  – Outcome: finished, final reports clean

Final timing
  – Final TNS setup: 0 ns
  – Min Tclk post-route: 25.74 ns
  – Hold Fails Final Rpt: 0
  – Worst slew pin tran: 1.41 ns
  – Fmax: 38.9 MHz
  – Relative slew slack: 5.92%
  – # setup viols final: 0
  – RSZ-0062 raised after global routing: false
  – Crit share post-route: 54.0%
  – Skew final: 0 ns
  – Max-slew violation count: 0
  – Hold Slack: 0.495 ns

Yosys
  – XOR Share, Synth: 0%
  – Commonest flop: edfxtp_1
  – Count of library flops with an enable pin: 2176
  – Top cells, area: edfxtp_1 (52%), dfrtp_1 (20%), mux2_2 (9.4%), a22oi_1 (5.7%), a22o_1 (1.1%)
  – Seq share, synth: 72.5%
  – FA/HA/MAJ Cells, Area Fraction: 0%
  – Asr flop ratio synth: 32.0%
  – Simple Share, Synth: 3.79%
  – Yosys cell types: 85
  – Yosys stat chip area: 126000 um^2
  – Syn. warnings: 2
  – Area share, top type: 52.1%
  – Synth mux share: 10.4%
  – Avg Synthesized Cell Area: 16.2 um^2
  – Area leader, netlist: edfxtp_1
  – Ys cells: 7730
  – Mapped Area: 126000 um^2
  – Cell count after synthesis: 7730
  – Compound Share, Synth: 11.0%
  – Synth flops: 3200
  – Dominant kind of combinational cell: AND-OR/OR-AND gates

Global routing
  – GRT overflow: 0
  – Gr usage total: 48.1%
  – Largest net degree at the start of global routing: 99
  – First-pass GRT wire length: 901000 um
  – Vias in the first global route: 90275
  – Antenna violations before repair: 96

Detailed routing
  – Mean routed wirelength per cell: 55.1 um
  – Initial DRC Count: 9909
  – Antenna Nets Post-Route: 0
  – Residual DRC: 0
  – Via count: 92741
  – DRT Pass-1 Iters: 9
  – Final wirelength: 704000 um
  – Via density: 7.26

Cells and area
  – Number of flip-flops in the largest register: 3200
  – Reg with most FFs: memory
  – Comb gate area: 32900 um^2
  – Fraction of layout cells with a size suffix above 1: 29.5%
  – Area grow syn2layout: 16.7%
  – Filler instances: 26014
  – Regs by FF count: memory (3200)
  – FF+latch area: 91000 um^2

Clock tree
  – Post-CTS Hold Buffers: 0
  – Clock Pin Slew Worst Setup and Hold Paths: 0.06 ns
  – H-Tree Level Count: 5
  – Clk root buf: clkbuf_16
  – CTS Sinks: 3200
  – Post-CTS sizing: 0
  – Latency at later pin: 0.93 ns
  – CTS tree: done
  – Max Root-Sink Buffers: 4
  – Num CTS Buffers: 339
  – # Post-CTS Setup Buffers: 0

Worst setup path
  – Crit Path Class: input port to output port
  – R2R depth: 1
  – Buffers plus inverters on the worst setup path: 6
  – Crit start category: input port
  – R2r setup slk: 46.74 ns
  – Cell family with most CP delay: buffers and inverters
  – Worst path cell trace: buf_4 -> buf_4 -> or3b_4 -> buf_4 -> buf_4 -> nor2_4 -> buf_4 -> a22oi_1 -> nand4_1 -> or4_1 -> nor4_1 -> a31oi_1 -> clkdlybuf4s50_1
  – Critical Path End Type: output port
  – CP most frequent cell: buf_4
  – FF-to-FF Start: memory[24][29]$_DFFE_PN0P_
  – Arrival time of the worst setup path: 16.20 ns
  – Crit path largest cell delay: 0.86 ns
  – Worst reg2reg endpoint: memory[24][29]$_DFFE_PN0P_
  – Critical path's slowest cell: or4_1
  – Crit path max fanout: 28
  – CP required: 38.16 ns

Power and ir drop
  – Sw Ratio: 23.4%
  – Switching power: 0.00145 W
  – Comb power frac: 5.8%
  – Flop pwr share: 49.9%
  – Power per cell area: 42.2 nW/um^2
  – Clock power share: 44.4%
  – Worst vdd ir: 0.0336 mV
  – Pleak: 54.2 nW
  – Pint: 0.00473 W

Floorplan
  – I/O pin total: 115
  – Chip area: 316000 um^2
  – Width of the die: 562 um
  – Die H: 562 um
  – Core Util at FP: 40.2%
  – CORE AREA: 312000 um^2
  – Number of cell rows: 205

Worst hold path
  – Hold path start: memory[0][26]$_DFFE_PN0P_
  – Hold path cells: 1
  – Hold Path Sink: memory[0][26]$_DFFE_PN0P_
  – HP Class: register to register

Place
  – Detailed placement HPWL: 429000 um
  – Port Buffers: 89
  – Gpl congestion: 1.08

Run
  – Max Cap Viol: 0
  – Tool Warnings: 52
-- worst max path at each step --
| stage | endpoint | slack, ns | from | cells past startpoint |
|---|---|---|---|---|
| after CTS | RD[25] | 22.44 | addr[5] | 14 |
| after global routing | RD[25] | 22.42 | addr[5] | 14 |
| final | RD[2] | 21.96 | addr[4] | 13 |
-- power by group through the flow --
stage | Clock [W] | Combinational [W] | Sequential (W)
after CTS | 0.00272 | 0.000337 | 0.00308
after global routing | 0.00283 | 0.000356 | 0.00309
final | 0.00274 | 0.000356 | 0.00308
-- logic make-up (layout without fill, tap and decap cells) --
kind of cell | after synthesis | after routing
flip-flops | 3200 | 3200
AND/OR/NAND/NOR | 903 | 903
buffers and inverters | 638 | 1353
AND-OR/OR-AND | 1815 | 1815
other | 0 | 190
multiplexers | 1174 | 1174
-- layout by cell type (no fill, tap or decap), drive strengths merged, types with 57 or more instances in the layout --
master,instances
a21oi,117
a221oi,107
a222oi,91
a22o,161
a22oi,957
buf,675
clkbuf,453
clkinv,112
dfrtp,1024
diode,190
edfxtp,2176
mux2,1072
mux2i,101
nand2,180
nand3,57
nand4,112
nor2,195
nor3,150
nor4,66
o21ai,64
o22ai,101
-- cell usage after synthesis, types with 7 or more instances --
master        n
mux2_1       20
clkbuf_1    244
nor2b_1      13
a22o_1      161
mux2i_1     101
a222oi_1     91
nand2b_1      7
a2111oi_0    15
nand2_1     179
a31oi_1      45
nor2_2        9
o22a_1       11
dfrtp_1    1024
a21oi_1     117
nand4_1     111
and3_1       20
a32oi_1      29
buf_1       112
o22ai_1     101
a221oi_1    106
o21ai_0      63
buf_4        33
a41oi_1      19
a211oi_1     11
buf_2       233
mux2_2     1052
and2_1        8
nor3b_1       7
edfxtp_1   2176
and4_1       12
nand3_1      57
buf_6        12
a22oi_1     957
o32a_1        8
o211ai_1     19
o2111ai_1    11
o32ai_1      10
or3_1        10
nor3_1      149
nor4_1       65
nor2_1      186
or4_1        21
-- routing by layer --
metal,vias to the layer above,global-route usage (%),wire (um)
met2,10939,58.3,274000
met5,-,29.6,9680
met3,3361,48.1,158000
met4,245,36.4,70700
met1,45866,44.6,192000
li1,32330,-,-
-- area by class of cell --
| type | count | share of cell area, % |
|---|---|---|
| clock inverter | 174 | 1.39 |
| antenna | 190 | 0.325 |
| timing repair buffer | 723 | 3.83 |
| multi-input combinational | 3892 | 22.4 |
| tap | 4140 | 3.54 |
| inverter | 3 | 0.00769 |
| clock buffer | 453 | 6.34 |
| sequential | 3200 | 62.1 |
-- stage by stage --
step	total power, W	setup WS [ns]	std cells	instance area, um^2	utilization [%]
floorplan	0.00327	26.56	7730	126000	-
global placement	0.00346	22.24	11957	135000	43.2
detailed placement	0.00347	22.48	11958	135000	43.2
CTS	0.00614	22.44	12585	146000	46.8
global route	0.00628	22.42	12672	146000	46.9
finish	0.00618	21.96	12775	146000	47.0
Power is estimated from default activity; no workload was simulated.
